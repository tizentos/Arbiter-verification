**flow/run.sh**
```bash
#!/bin/bash
# OpenROAD 26Q1-2900-gdf79404cd8, Yosys 0.63+post, stock flow scripts
make -C /OpenROAD-flow-scripts/flow DESIGN_CONFIG=/design/flow/config.mk WORK_HOME=/design/flow/orfs finish
```
**flow/config.mk**
```make
export PLATFORM = sky130hd
export DESIGN_NAME = apb_slave
export DESIGN_NICKNAME = apb_slave
export VERILOG_FILES = /design/flow/design.v
export SDC_FILE = /design/flow/constraint.sdc
export NUM_CORES = 4
export LEC_CHECK = 1
export CORE_AREA = 10 10 96 96
export DIE_AREA = 0 0 106 106
```
**flow/constraint.sdc**
```tcl
current_design apb_slave

set clk_period 2.7
set clk_io_pct 0.2

create_clock -name clk0 -period $clk_period [get_ports {PCLK}]

set non_clock_inputs [all_inputs -no_clocks]
set_input_delay [expr $clk_period * $clk_io_pct] -clock clk0 $non_clock_inputs
set_output_delay [expr $clk_period * $clk_io_pct] -clock clk0 [all_outputs]
```
**flow/design.v**
```verilog
module apb_slave ( 
  PCLK, 
  PRESETn, 
  PADDR, 
  PWRITE, 
  PSEL, 
  PENABLE, 
  PWDATA, 
  PRDATA, 
  PREADY,
  APB_BYPASS,
  APB_REQ,
  APB_ARB_TYPE
);
input        PCLK;
input        PRESETn;
input        PWRITE;
input        PSEL;
input        PENABLE;
input  [7:0] PADDR;
input  [7:0] PWDATA;
output [7:0] PRDATA;
output       PREADY;
output       APB_BYPASS;
output [3:0] APB_REQ;
output [2:0] APB_ARB_TYPE;
localparam IDLE      = 2'b00;
localparam SETUP     = 2'b01;
localparam ACCESS    = 2'b10;
localparam UNKNOWN   = 2'b11;
localparam RST_VAL_BYPASS_REG   = 8'h00;
localparam RST_VAL_REQ_REG      = 8'h00; 
localparam RST_VAL_ARB_TYPE_REG = 8'h04;
localparam ADDR_BYPASS_REG   = 8'h10;
localparam ADDR_REQ_REG      = 8'h14;
localparam ADDR_ARB_TYPE_REG = 8'h1C;
reg [1:0] current_state;
reg [1:0] next_state;
reg [7:0] r_prdata;
reg [7:0] r_bypass;
reg [7:0] r_req;
reg [7:0] r_arb_type;
assign PRDATA       = r_prdata;
assign APB_BYPASS   = ~r_bypass[0];
assign APB_REQ      = r_req[3:0];
assign APB_ARB_TYPE = r_arb_type[2:0];
always @(negedge PRESETn or posedge PCLK) begin
  if (PRESETn == 0)
    begin
      current_state <= IDLE;
    end
  else 
    begin
      current_state <= next_state;
    end
end
always @(*) begin
  case (current_state)
    IDLE : begin
      if(PSEL & ~PENABLE)
        next_state = SETUP;
      else
        next_state = IDLE;
    end
    SETUP : begin
      if(PSEL & PENABLE)
        next_state = ACCESS;
    end
    ACCESS : begin
      if(PSEL & ~PENABLE)
        next_state = SETUP;
      else
        next_state = IDLE;
    end
    default: begin
      next_state = current_state;
    end
  endcase
end
assign PREADY = (current_state == SETUP) && (next_state == ACCESS);
always @(*) begin
  if(PREADY & ~PWRITE)
    begin
      if(PADDR == ADDR_BYPASS_REG)
        r_prdata = r_bypass;
      else if(PADDR == ADDR_REQ_REG)
        r_prdata = r_req;
      else if(PADDR == ADDR_ARB_TYPE_REG)
        r_prdata = r_arb_type;
      else
        r_prdata = 8'd0;
    end
  else
    begin
      r_prdata = 8'd0;
    end
end
always @(posedge PCLK or negedge PRESETn) begin
  if(PRESETn == 0)
    begin
      r_bypass  <= RST_VAL_BYPASS_REG;
      r_req     <= RST_VAL_REQ_REG;
      r_arb_type <= RST_VAL_ARB_TYPE_REG;
    end
  else
    begin
      if(PREADY & PWRITE)
        begin
          if(PADDR == ADDR_BYPASS_REG)
            r_bypass <= PWDATA;
          else if(PADDR == ADDR_REQ_REG)
            r_req <= PWDATA;
          else if(PADDR == ADDR_ARB_TYPE_REG)
            r_arb_type <= PWDATA;
        end
    end
end
endmodule
```
==> changes_impl.md <==
### Physical design

- Avg Cell Area, Syn: 12.7 µm²
- VDD IR max: 156 µV
- Synthesized area: 0.00137 mm²
- Yosys warning count: 1
- First-pass GRT wire length: ~5700 µm
- Post-route DRC: 0
- Port Buf Inserts: 37
- Vias per cell: 3.89
- Endpoints left unconstrained: 4
- Gate power share: 0.106
- Setup TNS: 0 ps
- Crit path time final: 2650 ps
- Adder Area Share: 0
- Initial antenna violation count: 0
- CTS H-Tree Depth: 1
- Die extent in y: around 110 µm
- DRT Wirelength: about 3500 µm
- Hold_buf cts: 0
- CTS Buf Count: 3
- Final setup vio count: 0
- Total grt overflow: 0
- Iteration tally of the first detailed-router pass: 4
- # Cells Yosys: 108
- Setup WS pre-CTS: -633 ps
- Die Size: 0.0112 mm²
- Worst hold slack: 491 ps
- Sequential Power Share: 0.578
- Bufs on Longest Clock Path: 2
- Mux share: 0.263
- Setup slack, reg-to-reg: 1030 ps
- FP Rows: 31
- Cells after DPL: 244
- Synth area leader: dfrtp_1
- Clk_skew: 0.800 ps
- Max Fanout on Critical Path: 5
- Total power: between 0.6 and 0.7 mW
- Antenna diode instance count: 0
- 1st-iter DRT viols: 61
- Hpwl dp: about 2700 µm
- Post-route antenna net violation count: 0
- Hold Path Class: reg -> reg
- Core ar.: slightly above 0.007 mm²
- Log Warnings: 27
- WS Path Type: in -> out
- Synth cell count leaders: 29 x mux2_2, 25 x dfrtp_1, 9 x nor2_1
- Clock Pin Slew Worst Setup and Hold Paths: 80 ps
- Synthesized registers: 28
- Arr. time, crit path: ~2100 ps
- Aoi share: 0.0511
- Int Pwr: 0.536 mW
- Post-route design area: 0.00202 mm²
- Final RePlAce weighted congestion: between 0.7 and 0.8
- Post-synth EDFFs: 0
- # IOs: 38
- Sw power: about 0.14 mW
- Fraction of registers with async set/reset: 0.929
- Worst slew pin tran: between 300 and 400 ps
- Post-Synth XOR/XNOR Area: 0
- Setup crit end kind: output pin
- Hold Path End: r_arb_type[7]
- Post-Synth Simple-Gate Area: 0.124
- Post-layout util: 0.280
- Status: finished, final reports clean
- FP Core Util: 0.190
- Final hold viol count: 0
- Synth-to-Final Area Change: 47.2%
- Placed cell areas: 0.00191 mm²
- Comb area leader: multiplexers
- Proportion of layout cells with a drive suffix above 1: 0.503
- Final Slew Violations: 0
- Switching Share: 0.208
- Reg2reg start: current_state[1]
- Pwr dens: 336 mW/mm²
- Fill cell count: 752
- Fin crit share: 0.980
- RSZ-0062 raised after global routing: yes
- Synthesized netlist cell count: 108
- Relative slew slack: 0.772
- Cell Type Count: 24
- Layout Cells excl Fill: 252
- Clock group share of total power: 0.316
- MaxCap Viol Count: 0
- Hold path depth: 1
- CP startpoint kind: input pin
- Reg-to-reg endpoint: r_req[4]
- Most frequent cell after synthesis: mux2_2
- Routed len/inst: 13.8 µm
- Reg2Reg Depth: 5
- CP required: 2160 ps
- Peak Freq: 0.378 GHz
- Clk latency late pin: 260 ps
- Register pins left without a clock: 2
- Post-synth top area share: 0.457
- Vias in the first global route: about 1.1k
- Final worst setup slack: 53.9 ps
- Clk root buf: clkbuf_8
- Hold Startpoint: r_arb_type[7]
- Die W: 106 µm
- CTS tree: yes
- Largest net degree at the start of global routing: 27
- Top FF cell, synth: dfrtp_1
- Gr usage total: 0.0610
- Vias: between 900 and 1k
- Top cells by area: dfrtp_1 46%, mux2_2 24%, nor4_4 4.7%
- YS chip area: 0.00137 mm²
- Leakage: 0.914 nW
## layout make-up
type	instances	area (µm²)	share of cell area
sequential	28	682	0.338
multi-input combinational	64	663	0.329
timing repair buffer	55	495	0.246
tap	99	124	0.0614
clock buffer	4	45.0	0.0223
inverter	2	7.51	0.00372
## routing by layer
metal | GRT usage | vias to the layer above | part of all wire
li1 | - | 469 | -
met1 | 0.0853 | 485 | 0.47
met2 | 0.0998 | 25 | 0.47
met3 | 0.00917 | 2 | 0.043
met4 | 0.00967 | 0 | 0.013
met5 | 0 | - | 0
## repair_timing
item / CTS / global route
endpoints found under the setup margin: 8 / 8
pin swaps: 8 / 4
buffers inserted: 4 / 1
gates resized: 56 / 4
## worst max-delay path by stage
stage / from / endpoint / slack, ps / cells past startpoint
global route: PADDR[5] / PRDATA[5] / -10 / 6
CTS: PADDR[7] / PRDATA[5] / -10 / 7
finish: PADDR[5] / PRDATA[5] / 50 / 6
## cell families after synthesis
family / Yosys count
latches: 2
AOI/OAI and AO/OA: 10
muxes: 32
buffers and inverters: 16
DFF: 26
and+or+nand+nor: 22
## critical path: stages
cell	delay (ps)
buf_6	90
or4b_4	530
or4_4	570
buf_8	180
nor2_4	100
buf_2	100
## registers in the layout, indices dropped and copies added (netlist names)
signal / flops
next_state: 2
r_arb_type: 8
r_req: 8
current_state: 2
r_bypass: 8
## cell usage in the layout (no fill, tap or decap), types with 2 or more instances in the layout
cell / count
mux2_2: 29
dfrtp_1: 25
clkdlybuf4s50_1: 23
buf_4: 15
buf_2: 8
a22oi_1: 7
nor2_4: 6
nor4_4: 3
mux2_1: 3
clkbuf_8: 3
nand2b_1: 2
nor2_1: 2
inv_1: 2
dlygate4sd2_1: 2
buf_6: 2
dlxtn_1: 2
buf_12: 2
## power groups by stage
stage	clock [mW]	combinational (mW)	sequential, mW
4_1_cts	0.227	0.0710	0.392
5_1_grt	0.247	0.0774	0.392
6_report	0.214	0.0716	0.392
Power figures rest on the tool's default switching activity, not on a simulated workload.
